===== ./constraint.sdc =====
current_design parallel_crc_ccitt

set clk_period 3.1
set clk_io_pct 0.2

create_clock -name clk0 -period $clk_period [get_ports {clk}]

set non_clock_inputs [all_inputs -no_clocks]
set_input_delay [expr $clk_period * $clk_io_pct] -clock clk0 $non_clock_inputs
set_output_delay [expr $clk_period * $clk_io_pct] -clock clk0 [all_outputs]

===== ./run.sh =====
#!/bin/bash
# OpenROAD 26Q1-2900-gdf79404cd8, Yosys 0.63+post, stock flow scripts
make -C /OpenROAD-flow-scripts/flow DESIGN_CONFIG=/design/flow/config.mk WORK_HOME=/design/flow/orfs finish

===== ./design.v =====
module parallel_crc_ccitt #(
    parameter [15:0] init_value = 16'h0000)
    (
    input clk     ,
    input reset   ,
    input enable  ,
    input init    ,
    input [8:1] x ,
    output [15:0] crc_out
    );
reg   [16:1] c;
assign crc_out = c[16:1];
always @ (posedge clk) begin
    if (reset) begin
        c <= init_value;
    end else if (enable) begin
        if (init) begin
            c <= init_value;
        end else begin
            c[16] <= c[8] ^ c[12] ^ c[16] ^ x[4] ^ x[8];
            c[15] <= c[7] ^ c[11] ^ c[15] ^ x[3] ^ x[7];
            c[14] <= c[6] ^ c[10] ^ c[14] ^ x[2] ^ x[6];
            c[13] <= c[5] ^ c[9] ^ c[13] ^ c[16] ^ x[1] ^ x[5] ^ x[8];
            c[12] <= c[4] ^ c[15] ^ x[7];
            c[11] <= c[3] ^ c[14] ^ x[6];
            c[10] <= c[2] ^ c[13] ^ x[5];
            c[9] <= c[1] ^ c[12] ^ c[16] ^ x[4] ^ x[8];
            c[8] <= c[11] ^ c[15] ^ c[16] ^ x[3] ^ x[7] ^ x[8];
            c[7] <= c[10] ^ c[14] ^ c[15] ^ x[2] ^ x[6] ^ x[7];
            c[6] <= c[9] ^ c[13] ^ c[14] ^ x[1] ^ x[5] ^ x[6];
            c[5] <= c[13] ^ x[5];
            c[4] <= c[12] ^ c[16] ^ x[4] ^ x[8];
            c[3] <= c[11] ^ c[15] ^ x[3] ^ x[7];
            c[2] <= c[10] ^ c[14] ^ x[2] ^ x[6];
            c[1] <= c[9] ^ c[13] ^ x[1] ^ x[5];
        end
    end
end
endmodule

===== ./config.mk =====
export PLATFORM = sky130hd
export DESIGN_NAME = parallel_crc_ccitt
export DESIGN_NICKNAME = parallel_crc_ccitt
export VERILOG_FILES = /design/flow/design.v
export SDC_FILE = /design/flow/constraint.sdc
export NUM_CORES = 4
export LEC_CHECK = 1
export CORE_AREA = 10 10 94 94
export DIE_AREA = 0 0 104 104

==> flow_summary.toml <==
# yosys + openroad results
[worst_setup_path]
crit_top_cell = "sky130_fd_sc_hd__nor2b_1"
crit_path_max_fanout = 10
worst-endpoint-arrival_ns = 2.29
critical_path.endpoint_type = "flop"
r2r_start = "c[14]"
rrSetupSlack_ns = 1.75
setup.worst_path.start_class = "primary input"
cp_top_family = "simple AND/OR/NAND/NOR gates"
worstSetupPathDepth = 4
worst-path-buf-inv = 1
worst_path_slowest_cell = "sky130_fd_sc_hd__clkdlybuf4s50_1"
crit_required_ns = 3.29
worstSetupStartpoint = "enable"
critical_path.cell_chain = "clkdlybuf4s50_1 > nor2b_1 > nor2b_1 > a22o_1"
setup.worst_path.end = "c[7]"
r2r_cells = 4
cpPeakStageDelay_ns = 0.65
startpoint_to_endpoint_class_of_the_critical_path = "primary input to flop"
reg2reg_to = "c[7]"

[synthesis]
yosys_register_bits = 16
synth_cells = 83
ys_chip_area_um2 = 815
synth-warning-count = 1
yosys-stat-cells = 83
synth_cell_types = 14
postSynthAreaPerCell_um2 = 9.81
netlist_area_before_placement_um2 = 815
synth_seq_share_pct = 39.3

[global_routing]
grt_pass1_vias = 632
antenna_found_initial = 0
grt_max_degree = 12
wire_length_of_the_first_global_routing_pass_mm = 3.43
grt_remaining_overflow = 0
grt_util_all_layers_pct = 4.05

[layout]
largest_registers = "c: 16 flops"
num-fill-cells = 785
regMostFlops = "c"
post_route_non_filler_standard_cell_count = 208
area_delta_synth_final_pct = 53.3
ff_latch_area_um2 = 320
logic_area_um2 = 483
layout-drive-gt1-share_pct = 10.7
largest_reg_flops = 16

[clock_tree]
cts_buffer_count = 3
cts.sinks = 16
worstSkewPairLatency_ns = 0.24
cts_resized = 0
clk_transition_reported_paths_ns = 0.06
ctsRootBufferMaster = "sky130_fd_sc_hd__clkbuf_8"
h-tree-depth = 1
cts-root-to-sink-buffers = 2
postCtsSetupRepairBufs = 0
ctsHoldBuffers = 0
clock_tree_from_tritoncts = "yes"

[floorplanning]
pre_placement_core_utilization_pct = 11.9
num_rows = 30
chip_footprint_mm2 = 0.0108
core_area_mm2 = 0.00683
die_w_um = 104
floorplan.die.height_um = 104
num_ports = 28

[timing]
setup_tns_ns = 0
layout_min_cycle_time_ns = 2.10
grt_setup_unrepaired = "false"
timing.slew.headroom_pct = 59.2
setup_viol = 0
final.setup.worst_slack_ns = 1.00
timing.fmax_ghz = 0.477
maxSlewViolCount = 0
worst_hold_slack_ns = 0.504
worstMarginPinSlew_ns = 0.611
fin_worst_skew_ns = 0.00100
finalHoldViolations = 0
final_min_period_over_clock_period_pct = 67.7

[placed_design]
placement.setup.worst_slack_ns = 0.769
place.detailed.instances = 204
io_buffers = 27
detailedPlacementHpwl_mm = 1.86
routabilityCongestion = 0.784

[route]
detail_route.drc_violations = 0
via_count = 612
drt_pre_antenna_iters = 4
routed_wl_mm = 2.18
first_iter_violations = 20
drtAntennaViolNets = 0
n_antenna_cell = 0
drt-vias-per-instance = 2.94
average_routed_wire_per_standard_cell_um = 10.5

[job]
max-cap-violations = 0
tool_warnings = 25

[pwr]
power_density_mw_per_mm2 = 474
ir_drop_uv = 157
reported_leakage_power_nw = 0.433

[run_status]
run_status = "finished, final reports clean"

[hold_path]
hold_path.class = "flop to flop"
min-delay-start = "c[9]"
==> power breakdown <==
group          switching (mW)  total [mW]  internal (mW)  leakage, nW
Clock                  0.0669       0.179          0.112       0.0288
Combinational          0.0691       0.173          0.104        0.274
Sequential             0.0171       0.240          0.222        0.131
==> per-stage QoR <==
stage | utilization, % | instance area (um2) | power [mW]
detailed placement | 17.5 | 1190 | 0.421
finish | 18.3 | 1250 | 0.592
floorplan | - | 815 | 0.350
global route | 18.3 | 1250 | 0.629
CTS | 18.3 | 1250 | 0.604
global placement | 17.5 | 1190 | 0.422
==> cells in the final DEF (no fill, tap or decap) <==
cell type	count
sky130_fd_sc_hd__nor2_1	9
sky130_fd_sc_hd__nand2_1	5
sky130_fd_sc_hd__xnor2_2	7
sky130_fd_sc_hd__o21ai_0	5
sky130_fd_sc_hd__xnor2_1	12
sky130_fd_sc_hd__clkbuf_8	4
sky130_fd_sc_hd__a22o_1	3
sky130_fd_sc_hd__a21oi_1	8
sky130_fd_sc_hd__xor2_2	1
sky130_fd_sc_hd__clkdlybuf4s50_1	27
sky130_fd_sc_hd__xor2_1	4
sky130_fd_sc_hd__nor2b_1	10
sky130_fd_sc_hd__nand2b_1	1
sky130_fd_sc_hd__dfxtp_1	16
==> tightest hold or removal path, cell delays in order (launching register included) <==
cell and delay [ns]:
sky130_fd_sc_hd__dfxtp_1 0.33, sky130_fd_sc_hd__nand2_1 0.06, sky130_fd_sc_hd__o21ai_0 0.06
==> Yosys cell counts <==
library cell	instances	area, um2
sky130_fd_sc_hd__a21oi_1	8	40.0
sky130_fd_sc_hd__a22o_1	3	26.3
sky130_fd_sc_hd__buf_4	1	7.51
sky130_fd_sc_hd__clkbuf_1	1	3.75
sky130_fd_sc_hd__dfxtp_1	16	320
sky130_fd_sc_hd__nand2_1	5	18.8
sky130_fd_sc_hd__nand2b_1	1	6.26
sky130_fd_sc_hd__nor2_1	9	33.8
sky130_fd_sc_hd__nor2b_1	10	62.6
sky130_fd_sc_hd__o21ai_0	5	25.0
sky130_fd_sc_hd__xnor2_1	12	105
sky130_fd_sc_hd__xnor2_2	7	114
sky130_fd_sc_hd__xor2_1	4	35.0
sky130_fd_sc_hd__xor2_2	1	16.3
==> layer usage <==
| metal | wire (um) | GRT usage (%) |
|---|---|---|
| met5 | 0 | 0 |
| met4 | 19 | 0.398 |
| met3 | 233 | 2.63 |
| met2 | 1020 | 6.40 |
| met1 | 905 | 4.64 |
==> worst min path at each step <==
stage,to,cells after the start
final,c[9],2
after global routing,c[14],2
after CTS,c[9],2
==> final cells by class <==
type / instances / area share (%)
multi-input combinational: 65 / 38.7
sequential: 16 / 25.7
timing repair buffer: 27 / 21.6
tap: 96 / 9.62
clock buffer: 4 / 4.41
==> cells by family after synthesis <==
group	share of synthesized area, %
xor gates and xnor gates	33.2
and+or+nand+nor	14.9
DFF	39.3
buffers and inverters	1.38
AOI/OAI and AO/OA	11.2
Power is estimated from default activity; no workload was simulated.
