### flow/design.v
module serial_crc_ccitt #(
    parameter [15:0] init_value = 16'h0000)
    (
    input clk     ,
    input reset   ,
    input enable  ,
    input init    ,
    input m ,
    output [15:0] crc_out
    );
reg   [15:0] c;
assign crc_out = c;
always @ (posedge clk) begin
    if (reset) begin
        c <= init_value;
    end else if (enable) begin
        if (init) begin
            c <= init_value;
        end else begin
            c[0]  <= c[15] ^ m;
            c[1]  <= c[0];
            c[2]  <= c[1];
            c[3]  <= c[2];
            c[4]  <= c[3];
            c[5]  <= c[4] ^ c[15] ^ m;
            c[6]  <= c[5];
            c[7]  <= c[6];
            c[8]  <= c[7];
            c[9]  <= c[8];
            c[10] <= c[9];
            c[11] <= c[10];
            c[12] <= c[11] ^ c[15] ^ m;
            c[13] <= c[12];
            c[14] <= c[13];
            c[15] <= c[14];
        end
    end
end
endmodule
### flow/run.sh
#!/bin/bash
# OpenROAD 26Q1-2900-gdf79404cd8, Yosys 0.63+post, stock flow scripts
make -C /OpenROAD-flow-scripts/flow DESIGN_CONFIG=/design/flow/config.mk WORK_HOME=/design/flow/orfs finish
### flow/constraint.sdc
current_design serial_crc_ccitt

set clk_period 2.2
set clk_io_pct 0.2

create_clock -name clk0 -period $clk_period [get_ports {clk}]

set non_clock_inputs [all_inputs -no_clocks]
set_input_delay [expr $clk_period * $clk_io_pct] -clock clk0 $non_clock_inputs
set_output_delay [expr $clk_period * $clk_io_pct] -clock clk0 [all_outputs]
### flow/config.mk
export PLATFORM = sky130hd
export DESIGN_NAME = serial_crc_ccitt
export DESIGN_NICKNAME = serial_crc_ccitt
export VERILOG_FILES = /design/flow/design.v
export SDC_FILE = /design/flow/constraint.sdc
export NUM_CORES = 4
export LEC_CHECK = 1
export CORE_AREA = 10 10 79 79
export DIE_AREA = 0 0 89 89
==> reports/results.tsv <==
stage	metric	value	unit
status	outcome	complete, no violations	
finish	Final Non-Filler Cells	149	
finish	share of cells above drive strength 1	0.08421	
synthesis	xor/xnor share	0.02326	
synthesis	Synth Cell Area	699.4	um2
worst_setup_path	Cell Chain, Critical Path	clkdlybuf4s50_1	
clock_network	post-CTS setup buffer count	0	
worst_setup_path	Setup CP Type	flip-flop to output port	
power	Logic pwr share	0.077	
power	sequential fraction of design power	0.498	
grt	vias in the first global route	560	
synthesis	Primary FF master, synth	dfxtp_1	
grt	global route overflow	0	
synthesis	Main logic family	simple AND/OR/NAND/NOR gates	
die	core area	4661	um2
worst_setup_path	crit path launch type	flip-flop	
clock_network	insertion delay at the late pin of the worst-skew pair	0.24	ns
placement	Port-buffer cells	20	
synthesis	area leader, netlist	dfxtp_1	
synthesis	Area leader share	0.4580	
synthesis	flip-flops with a built-in enable	0	
die	Die Span Y	89	um
synthesis	YS chip area	699.4	um2
die	Rows	25	
worst_setup_path	slowest CP cell	clkdlybuf4s50_1	
power	switching part of the total	0.1978	
synthesis	Synth top cell by count	dfxtp_1	
clock_network	CTS resizes	0	
grt	gr usage total	0.04408	
die	full die area	7921	um2
clock_network	CTS sink cnt	16	
sta	crit path time final	1.572	ns
flow_run	Max Cap Viol	0	
finish	flip-flop count of the largest register after layout	16	
sta	final setup fails	0	
routing	Detailed Routing Iterations Pass 1	4	
routing	Detailed Route Iter0 Violations	22	
routing	DR WL/cell	11.66	um
synthesis	Post-synth ARST share	0	
placement	RePlAce Congestion	0.7653	
finish	area grow syn2layout	43.47	%
synthesis	top cells by count	16 x dfxtp_1, 15 x nand2b_1, 14 x a21oi_1, 13 x nand3b_1, 3 x buf_2	
die	IO Count	21	
min_path	Hold Crit Class	flip-flop to flip-flop	
grt	first-pass GRT wire length	2780	um
worst_setup_path	Worst Path Arrival	1.13	ns
synthesis	# Cells Yosys	75	
grt	antenna violations before repair	0	
synthesis	Seq share, synth	0.4580	
clock_network	cts bufs inserted	3	
worst_setup_path	crit path max fanout	4	
finish	largest reg by FF count	c	
sta	max-slew violation count	0	
sta	RSZ-0062 raised after global routing	false	
synthesis	mux share	0	
clock_network	TritonCTS clock tree	yes	
sta	final hold vios	0	
routing	Antenna diodes	0	
sta	clk_skew	0.002142	ns
flow_run	tool warnings	25	
power	Int Pwr	0.0004754	W
synthesis	Cell Type Count	14	
die	chip width	89	um
placement	cell count after placement	145	
clock_network	H-tree depth	1	
sta	Slew @ Worst Pin	0.4211	ns
clock_network	Hold Buf Count CTS	0	
sta	final setup TNS	0	ns
worst_setup_path	Critical Path RT	1.76	ns
synthesis	Mapped Avg Cell Area	9.326	um2
synthesis	Synth Instances	75	
finish	Largest regs	c x16	
power	PD cells	590.5	nW/um2
finish	final instance area	1003	um2
routing	Vias	585	
synthesis	ao+oa area frac	0.1252	
routing	vias per cell	3.926	
power	VDD IR max	0.2290	mV
routing	Post-Route WL	1737	um
synthesis	Syn. warnings	1	
synthesis	ys flops	16	
clock_network	CTS Root Cell	clkbuf_8	
sta	period utilization	0.7146	
synthesis	top cells by area, synth	dfxtp_1 46%, nand3b_1 14%, nand2b_1 13%	
synthesis	Post-Synth Adder-Cell Area	0	
sta	max frequency	0.6361	GHz
grt	largest net degree at the start of global routing	35	
power	Clk pwr share	0.425	
clock_network	CTS clk-pin slew, worst paths	0.06	ns
worst_setup_path	buffers and inverters on the worst path	1	
routing	ANT nets after route	0	
placement	Detailed Place HPWL	1273	um
synthesis	Simple Share, Synth	0.3453	
placement	Area after DPL	948.4	um2
routing	Residual DRC	0	
finish	Fillers	491	
die	Init Core Util	0.1501	
worst_setup_path	CP peak stage delay	0.51	ns
clock_network	clock buffer depth	2	
power	switching power	0.0001172	W
worst_setup_path	CP top delay family	buffers and inverters	
worst_setup_path	R2R Setup Slk	1.27	ns
power	leakage	0.3025	nW
sta	headroom to the max-slew limit	0.7184	
worst_setup_path	CP Capture Type	output port	
## layout make-up
type / instances / area (um2) / share of cell area
clock buffer: 4 / 55.05 / 0.05486
multi-input combinational: 53 / 345.3 / 0.3441
sequential: 16 / 320.3 / 0.3192
tap: 54 / 67.56 / 0.06733
timing repair buffer: 22 / 215.2 / 0.2145
## cell families after synthesis
group,count (synthesis)
AND/OR/NAND/NOR,36
AND-OR/OR-AND,16
XOR/XNOR,1
buffers and inverters,6
flip-flops,16
## path summary, 6_finish.rpt
| path | depth (start not counted) | startpoint | endpoint |
|---|---|---|---|
| max | 1 | c[4]$_SDFFE_PP0P_ | crc_out[4] |
| min | 2 | c[10]$_SDFFE_PP0P_ | c[10]$_SDFFE_PP0P_ |
| max reg2reg | 3 | c[15]$_SDFFE_PP0P_ | c[12]$_SDFFE_PP0P_ |
| min reg2reg | 2 | c[10]$_SDFFE_PP0P_ | c[10]$_SDFFE_PP0P_ |
## layout by cell type (no fill, tap or decap)
master           synthesis  layout
clkdlybuf4s50_1          0      20
clkbuf_8                 0       4
a21oi_1                 14      14
nor2b_1                  2       2
nand2b_1                15      15
xor2_2                   1       1
nand3b_1                13      13
nor2_2                   1       1
nand3_1                  2       2
o221ai_1                 2       2
buf_4                    2       2
nor2_1                   1       1
nand4b_1                 2       2
dfxtp_1                 16      16
## metal layers
metal  routed length (um)  GRT usage  share of wire
met5                    0          0              0
met4                   20   0.007225          0.012
met3                   83    0.01286          0.048
met2                  819    0.07380           0.47
met1                  814    0.05590           0.47
## through the flow
| stage | utilization | setup WS, ns | hold WS [ns] | total power, W |
|---|---|---|---|---|
| after global placement | 0.2035 | 0.5602 | 0.4731 | 0.0003464 |
| after floorplan | - | 1.189 | 0.4453 | 0.0003281 |
| after detailed placement | 0.2035 | 0.5137 | 0.4805 | 0.0003470 |
| after global routing | 0.2153 | 0.5517 | 0.5129 | 0.0006153 |
| after CTS | 0.2153 | 0.5947 | 0.4924 | 0.0006028 |
| final | 0.2153 | 0.6280 | 0.4867 | 0.0005926 |
## power groups by stage
stage | registers (W) | logic, W | clock network, W
CTS | 0.000295 | 0.0000457 | 0.000262
finish | 0.000295 | 0.0000455 | 0.000252
global route | 0.000295 | 0.0000502 | 0.000270
## worst register-to-register path: cells and delay by family, from the launching register on
family | cells | cell delay [ns]
DFF | 1 | 0.39
and+or+nand+nor | 1 | 0.13
xor gates and xnor gates | 1 | 0.25
AOI/OAI and AO/OA | 1 | 0.08
Power and IR drop assume default switching activity.
